$ cat flow/design.v
`timescale 1ns / 1ps
module pc(input [31:0] nextpc, output reg [31:0] outpc, input clk);
    always @ (posedge clk) 
    begin
        outpc <= nextpc;  
    end
endmodule
module adder(input [31:0] inpc,output reg [31:0] outpc);
   initial 
   begin
       outpc <=100;   
   end
   always @(inpc)
       begin 
           outpc <= inpc + 4;  
        end
endmodule
module IF_ID(input clk, input [31:0] d, output reg [31:0] out);
    always @(posedge clk) 
    begin
        out <= d;
    end
endmodule
module instMem(input [31:0] add, output reg [31:0] instr);
    reg [31:0] MEM[0:127];
    initial 
    begin
        MEM[100] = 32'b10001100001000100000000000000000; 
        MEM[104] = 32'b10001100001000110000000000000100;  
        MEM[108] = 32'b10001100001001000000000000001000;
        MEM[112] = 32'b10001100001001010000000000001100;
    end
    always @(add)  
    begin
        instr <= MEM[add] ;
    end
endmodule 
module regFile(input clk, input [4:0] rs, input [4:0] rt, input we, input [4:0] wn,input [31:0] d, output reg [31:0] qa, output reg [31:0] qb);
    integer i;
    reg [31:0] rf[31:0];
    initial 
    begin
        for (i=0;i<32;i=i+1) 
        begin
            rf[i] <= 32'd0;
        end
    end 
    always @(*)
    begin
        qa <= rf[rs];
        qb <= rf[rt];
    end
    always @ (negedge clk)
    begin
        if(we)
        begin
            rf[wn] <= d;
        end
     end   
endmodule
module signEx(input [15:0] in, output reg [31:0] signedout);
    always @(in) 
    begin
        signedout = { {16{in[15]}}, in[15:0]};
    end
endmodule
module controlUnit(input [5:0] op, input [5:0] func, output reg wreg, output reg m2reg, output reg wmem, output reg [3:0] aluc, output reg aluimm, output reg regrt);
    always @(op, func) 
    begin
        wreg <= 1;
        m2reg <= 1;
        wmem <= 0;
        aluc <= 4'b0010;
        aluimm <= 1;
        regrt <= 1;
    end
endmodule
module mux(input [31:0] rd, input [31:0] rt, input regrt, output reg [31:0] out);
    always @(*) 
    begin
        out <= (regrt) ? rt:rd;
    end
endmodule
module ID_EXE(input clk, input wreg, input m2reg,input wmem, input [3:0] aluc, input aluimm, input [4:0] mux, input [31:0] qa, input [31:0] qb,
    input [31:0] exout, output reg ewreg, output reg em2reg,output reg ewmem, output reg [3:0] ealuc, output reg ealuimm, output reg [4:0] emux,
    output reg [31:0] eqa, output reg [31:0] eqb, output reg [31:0] eexout);
    always @(posedge clk) 
    begin
        ewreg<=wreg;
        em2reg<=m2reg;
        ewmem<=wmem;
        ealuc<=aluc;
        ealuimm<=aluimm;
        emux<=mux;
        eqa<=qa;
        eqb<=qb;
        eexout<=exout;
    end
endmodule
module ALU(input [31:0] a, input [31:0] b, input [3:0] ealuc, output reg [31:0] r);
    always @ (*) 
    begin
        if(ealuc==4'b0010) 
        begin
            r <= a+b;
        end
    end
endmodule
module exe_mux(input [31:0] eqb, input [31:0] exout , input ealuimm, output reg [31:0] b);
    always @(*) 
    begin
        b <= (ealuimm) ? exout:eqb;
    end
endmodule
module EXE_MEM(input clk, input ewreg, input em2reg, input ewmem, input [4:0] emux, input [31:0] r, input [31:0] qb, 
    output reg mwreg, output reg mm2reg, output reg mwmem, output reg [4:0] mmux, output reg [31:0] mr, output reg [31:0] di);
    always @(posedge clk)
    begin 
        mwreg <= ewreg;
        mm2reg <= em2reg;
        mwmem <= ewmem;
        mmux <= emux;
        mr <=r;
        di <= qb;
    end
endmodule
module Datamem(input [31:0] a, input [31:0] di, input we, output reg [31:0] do);
    reg [31:0] MEM[0:127];
    initial
    begin   
        MEM[0] = 32'hA00000AA;
        MEM[4] = 32'h10000011;
        MEM[8] = 32'h20000022;
        MEM[12] = 32'h30000033;
        MEM[16] = 32'h40000044;
        MEM[20] = 32'h50000055;
        MEM[24] = 32'h60000066;
        MEM[28] = 32'h70000077;
        MEM[32] = 32'h80000088;
        MEM[36] = 32'h90000099;
    end
    always @ (*)
    begin 
        do <= MEM[a];
    end
endmodule
module MEM_WB(input clk, input mwreg, input mm2reg, input [4:0] mmux, input [31:0] mr, input [31:0] do,
    output reg wwreg, output reg wm2reg, output reg [4:0] wmux,output reg [31:0] wr, output reg [31:0] wdo);
    always @(posedge clk)
    begin
        wwreg <= mwreg;
        wm2reg <= mm2reg;
        wmux <= mmux;
        wr <= mr;
        wdo <= do;
    end
endmodule
module wb_mux(input [31:0] wr,input [31:0] wdo,input wm2reg, output reg [31:0] wb_d);
    always @(*) 
        begin
            wb_d <= (wm2reg) ? wdo:wr;
    end
endmodule
$ cat flow/run.sh
#!/bin/bash
# OpenROAD 26Q1-2900-gdf79404cd8, Yosys 0.63+post, stock flow scripts
make -C /OpenROAD-flow-scripts/flow DESIGN_CONFIG=/design/flow/config.mk WORK_HOME=/design/flow/orfs finish
$ cat flow/config.mk
export PLATFORM = sky130hd
export DESIGN_NAME = regFile
export DESIGN_NICKNAME = regFile
export VERILOG_FILES = /design/flow/design.v
export SDC_FILE = /design/flow/constraint.sdc
export NUM_CORES = 4
export LEC_CHECK = 1
export CORE_UTILIZATION = 30
$ cat flow/constraint.sdc
current_design regFile

set clk_period 6.8
set clk_io_pct 0.2

create_clock -name clk0 -period $clk_period [get_ports {clk}]

set non_clock_inputs [all_inputs -no_clocks]
set_input_delay [expr $clk_period * $clk_io_pct] -clock clk0 $non_clock_inputs
set_output_delay [expr $clk_period * $clk_io_pct] -clock clk0 [all_outputs]
==> qor.yml <==
run_status: "complete, but fails checks"
violations: "setup timing"
maxSlewHeadroom_pct: 20.2
timing.max_cap.violations: 0
syn_area_mm2: 0.0488
core_region_area_mm2: 0.161
layout.cells.most_common: "sky130_fd_sc_hd__inv_1"
tritoncts_num_sinks: 1024
cts_buffers: 112
grt_remaining_overflow: 0
synth_stat.cells: 3387
path_class: "reg2out"
grt_antenna_before_repair: 8
crit_chain: "buf_4 > mux2i_1 > a22o_1 > nor3_2 > a31oi_2 > nand3_1 > buf_6 > buf_6"
route.vias.total: 34900
detailedRoute.firstIterationViolations: 2085
area.growth.synth_to_final_pct: 28.1
final_layout_top_logic_cells: "sky130_fd_sc_hd__inv_1, sky130_fd_sc_hd__edfxtp_1, sky130_fd_sc_hd__mux2i_1"
postLayoutCoreUtil_pct: 38.8
hold_viol: 0
yosysTopAreaCellShare_pct: 63.1
synth_flops: 1024
cp_data_required_time_ns: 5.44
numPortBuffers: 112
most_prevalent_standard_cell_on_the_critical_path: "sky130_fd_sc_hd__buf_6"
area_leaders: "sky130_fd_sc_hd__edfxtp_1, sky130_fd_sc_hd__mux2i_1, sky130_fd_sc_hd__a22oi_1"
routed_via_density: 5.09
tritoncts: "built"
dp_hpwl_um: 92300
syn-instance-count: 3387
tool_warnings: 1030
cp_max_fo: 2
initial_utilization_pct: 30.3
worst_slew_pin_slew_ns: 1.20
boundaryPins: 113
clockBufferDepth: 3
critical-path-max-stage-delay_ns: 0.37
critPathCaptureType: "output port"
setup_failing_eps_final: 29
ys_seq_share_pct: 63.1
row_count: 147
hold_path.class: "in2out"
largest-register: "rf"
htree_num_levels: 3
timing.critical_path.from_type: "flop"
total_leakage_power_nw: 26.8
netlist.top_cell.by_area: "sky130_fd_sc_hd__edfxtp_1"
fp.dieArea_mm2: 0.164
synth.avg_cell_area_um2: 14.4
grt_max_degree: 77
die.size.y_um: 405
first_global_vias: 38200
synth.yosys.chip_area_mm2: 0.0488
worst_path_dominant_cell_family: "AND-OR/OR-AND gates"
synthesis.yosys.warnings: 1
post-layout-total-power_w: 0.0170
finalWeightedCongestion: 0.896
worst_path_clk_slew_ns: 0.03
reg_top3: "rf (1024)"
worst-endpoint-arrival_ns: 5.76
die-width_um: 405
worst-path-buf-inv: 3
layout_setup_ws_ns: -0.321
flip_flop_count_of_the_largest_register_all_copies_and_words_added: 1024
power.density_cell_area_mw_per_mm2: 272
drt-total-wl_um: 158000
gr-usage-all-layers_pct: 20.3
timing.final.max_slew_violations: 0
detailedRoute.firstPassIterationCount: 5
ctsRootBufferMaster: "sky130_fd_sc_hd__clkbuf_16"
ir_drop_v: 0.000206
yosysUniqueCellTypes: 24
grt_first_pass_wirelength_um: 230000
number_of_routed_nets_with_antenna_violations: 0
route.detailed.wl_per_inst_um: 23.1
drc: 0
rsz0062_at_grt: "yes"
post_route_cells_drive_above_1_share_pct: 14.4
slowest_stage: "sky130_fd_sc_hd__edfxtp_1"
routing by layer:
metal | global-route usage, % | vias up | wire length (µm)
met1 | 23.7 | 16800 | 58500
met5 | 0.714 | - | 179
met2 | 28.9 | 1894 | 72500
met3 | 13.9 | 298 | 21800
met4 | 8.83 | 10 | 5230
li1 | - | 15900 | -
final timing paths:
path / end / from / slack (ns) / depth (start not counted)
worst max-delay path: qa[8] / rf[2][8]$_DFFE_NP_ / -0.32 / 8
worst min-delay path: qa[21] / rs[1] / 3.59 / 6
tightest hold or removal path: cells and delay by family:
kind / cells / cell delay, ns
muxes: 1 / 0.21
buffers and inverters: 2 / 0.30
and+or+nand+nor: 3 / 0.23
synth_stat cells (all sizes together):
library cell and count:
edfxtp 1024, mux2i 1024, nand2 195, nand3 194
a21oi 192, a22oi 192, buf 176, a22o 128
clkbuf 77, a31oi 64, nor3 64, nor2 35
nand3b 5, nand2b 4, nor2b 4, or3b 3
and2 2, or2 2, inv 1, or3 1
where the power goes:
part	internal [W]	total [W]	leakage (nW)	switching [W]
clock network	0.00443	0.00843	7.26	0.00400
registers	0.00708	0.00711	9.22	0.0000316
logic	0.000534	0.00142	10.3	0.000890
layout make-up:
type | count | area [µm²]
multi-input cells | 2109 | 18000
clock buffers | 112 | 2800
well taps | 2160 | 2700
flip-flops and latches | 1024 | 30700
fillers | 14800 | 98500
clock inverters | 1111 | 4740
repair buffers | 333 | 3490
diodes | 5 | 12.5
stage by stage:
step	std cells	area, µm²	setup TNS, ns	setup slack [ns]	hold WS [ns]
after floorplan	3387	48800	-159.40	-0.394	2.98
after global placement	5628	54000	0	0.0150	3.99
after detailed placement	5628	54000	-0.0265	-0.00452	3.98
after CTS	6847	62300	-4.30	-0.348	3.65
after global routing	6853	62400	-6.65	-0.357	3.62
final	6854	62400	-2.29	-0.321	3.59
repair_timing:
| action | CTS | global route |
|---|---|---|
| hold buffers | 0 | 0 |
| pin swaps | 155 | 96 |
| setup buffers | 6 | 3 |
| endpoints found under the setup margin | 64 | 61 |
| gates resized | 393 | 28 |
logic make-up (layout without fill, tap and decap cells):
logic type             after synthesis  after routing  share of synthesized area (%)
AOI/OAI and AO/OA                  576            576                           8.05
buffers and inverters              254           1556                           3.16
DFF                               1024           1024                           63.1
muxes                             1024           1024                           21.0
other                                0              5                              0
and+or+nand+nor                    509            509                           4.72
Power figures rest on the tool's default switching activity, not on a simulated workload.
